==> flow/design.v <==
`timescale 1ns / 1ps
module SFC_filter #(
    parameter DATA_WIDTH = 15, parameter ADDR_WIDTH=31)
(
    input wire clk,
    input wire rst,
    input wire [DATA_WIDTH:0] W,  
    input wire [DATA_WIDTH:0] H,  
    output reg [DATA_WIDTH:0] x,
    output reg [DATA_WIDTH:0] y,
    output reg done,
	 input enable
);
    parameter IDLE = 2'b00;
    parameter COUNT= 2'b10;
    parameter DONE= 2'b11;
    reg[1:0] state, next_state;
    reg [DATA_WIDTH:0] x_counter;
    reg [DATA_WIDTH:0] y_counter;
    always @(posedge clk) begin
        if (rst) begin
            state <= IDLE;
            x_counter <= 0;
            y_counter <= 0;
            x <= 0;
            y <= 0;
            done <= 0;
        end else begin
		    if(enable) begin
            state <= next_state;
            case (state)
                IDLE: begin
                    x_counter <= 0;
                    y_counter <= 0;
                    x <= 0;
                    y <= 0;
                    done <= 0;
                end
                COUNT: begin
                        if (x_counter < W) begin
                            x_counter <= x_counter + 1'b1;
                        end else begin
                            x_counter <= 0;
                            if (y_counter < H) begin
                                y_counter <= y_counter + 1'b1;
                            end else begin
                                done <= 1'b1;
                            end
                        end
                    x <= x_counter;
                    y <= y_counter;
                end
                DONE: begin
                    done <= 1'b1;
                end
            endcase
			 end	
        end
    end
    always @(*) begin
        case (state)
            IDLE: next_state = COUNT;
            COUNT: next_state = (done) ? DONE : COUNT;
            DONE: next_state = DONE;
            default: next_state = IDLE;
        endcase
    end
endmodule
`timescale 1ns / 1ps
module SFC_input#( 
parameter DATA_WIDTH = 15
)
(
    input clk,
    input rst,
    input wire [DATA_WIDTH:0] m,  
    input wire [DATA_WIDTH:0] n,  
    output reg [DATA_WIDTH:0] x,
    output reg [DATA_WIDTH:0] y,
	 input wire inc_enable
);
    parameter IDLE = 2'b00;
    parameter COUNT= 2'b10;
    parameter DONE= 2'b11;
    reg [1:0] state, next_state;
    reg [DATA_WIDTH:0] x_counter;
    reg [DATA_WIDTH:0] y_counter;
    always @(posedge clk) begin
        if (rst) begin
            state <= IDLE;
            x_counter <= 0;
            y_counter <= 0;
            x <= 0;
            y <= 0;
        end else begin
            state <= next_state;
            case (state)
                IDLE: begin
                    x_counter <= 0;
                    y_counter <= 0;
                    x <= 0;
                    y <= 0;
                end
                COUNT: begin
					   if(inc_enable==1'b1) begin
                    if (x_counter < n) begin
                        x_counter <= x_counter + 1'b1;
                    end else begin
                        x_counter <= 0;
                        if (y_counter < m) begin
                            y_counter <= y_counter + 1'b1;
                        end  
                    end
                    x <= x_counter;
                    y <= y_counter;
                  end
					 end
                DONE: begin
                end
            endcase
        end
    end
    always @(*) begin
        case (state)
            IDLE: next_state = COUNT;
            COUNT: next_state =  COUNT;
            DONE: next_state = DONE;
            default: next_state = IDLE;
        endcase
    end
endmodule
`timescale 1ns / 1ps
module SFC_main#(parameter DATA_WIDTH = 15, parameter ADDR_WIDTH = 31) (
    input clk,
    input rst,
    output wire [ADDR_WIDTH:0] inp_addr,
    output wire [ADDR_WIDTH:0] filt_addr,
	 output done1,
	 output done2,
	 input inp_SFC_enable,inp_addr_enable,filt_addr_enable,SFC_filt_enable,
	 input [DATA_WIDTH:0]  C, R, S, Tk, Tc, Th, W, Tw, H
);
    wire [DATA_WIDTH:0] m;
    wire [DATA_WIDTH:0] n;
	 assign m = H/Th;
	 assign n = W/Tw;
    wire [DATA_WIDTH:0] x_filt, y_filt, z_filt, x_inp, y_inp;
	 SFC_input ip (
        .clk(clk),
        .rst(rst),
        .m(m),
        .n(n),
        .x(x_inp),
        .y(y_inp),
        .inc_enable(inp_SFC_enable)
    );
	 ip_addr_generator inp(
        .clk(clk),
        .rst(rst),
        .enable(inp_addr_enable),
		  	.H(H),    
			.W(W),    
			.C(C),    
			.Th(Th),   
			.Tw(Tw),   
			.ho(x_inp),   
			.wo(y_inp),   
			.address(inp_addr),
			.done(done2)
		);
    wire done3;
    SFC_filter filtr (
        .clk(clk),
        .rst(rst),
        .W(W),
        .H(H),
        .x(x_filt),
        .y(y_filt),
        .done(done3),
		  .enable(SFC_filt_enable)
    );
    filt_addr_generator filt_addr_gen (
        .clk(clk),
        .rst(rst),
        .enable(filt_addr_enable),
        .C(C),
        .R(R),
        .S(S),
        .Tk(Tk),
        .Tc(Tc),
        .ko(x_filt),
        .co(y_filt),
        .address(filt_addr),
        .done(done1)
    );
endmodule 
`timescale 1ns / 1ps
module filt_addr_generator #(
    parameter DATA_WIDTH = 16, parameter ADDR_WIDTH = 31
) (
    input wire clk,
    input wire rst,
    input wire enable,
    input wire [DATA_WIDTH-1:0] C,    
    input wire [DATA_WIDTH-1:0] R,    
    input wire [DATA_WIDTH-1:0] S,    
    input wire [DATA_WIDTH-1:0] Tk,   
    input wire [DATA_WIDTH-1:0] Tc,   
    input wire [DATA_WIDTH-1:0] ko,   
    input wire [DATA_WIDTH-1:0] co,   
    output reg [ADDR_WIDTH:0] address,
    output reg done
);
    reg [DATA_WIDTH-1:0] k, c, r, s;
    always @(posedge clk) begin
        if (rst) begin
            k <= ko;
            c <= co;
            r <= 0;
            s <= 0;
            address <= 0;
            done <= 0;
        end else if (enable && !done) begin
            if (k < ko + Tk) begin
                if (c < co + Tc) begin
                    if (r < R) begin
                        if (s < S) begin
                            address <= (((k * C + c) * R + r) * S + s);
                            s <= s + 1'b1;
                        end else begin
                            s <= 0;
                            r <= r + 1'b1;
                        end
                    end else begin
                        r <= 0;
                        c <= c + 1'b1;
                    end
                end else begin
                    c <= co;
                    k <= k + 1'b1;
                end
            end else begin
                done <= 1'b1;
            end
        end
    end
endmodule
`timescale 1ns / 1ps
module ip_addr_generator#(
    parameter DATA_WIDTH = 15, parameter ADDR_WIDTH = 31
)(
    input wire clk,
    input wire rst,
    input wire enable,
    input wire [DATA_WIDTH:0] H,    
    input wire [DATA_WIDTH:0] W,    
    input wire [DATA_WIDTH:0] C,    
    input wire [DATA_WIDTH:0] Th,   
    input wire [DATA_WIDTH:0] Tw,   
    input wire [DATA_WIDTH:0] ho,   
    input wire [DATA_WIDTH:0] wo,   
    output reg [ADDR_WIDTH:0] address,
    output reg done
);
    reg [DATA_WIDTH:0] h, w, co, c;
    always @(posedge clk) begin
        if (rst) begin
            h <= ho;
            w <= wo;
            co <= 0;
            address <= 0;
            done <= 0;
        end else if (enable && !done) begin
            if (co < C) begin
                address <= ((h * W + w) * C + co);
                co <= co + 1'b1;
            end else begin
                co <= 0;
                if (w < wo + Tw - 1'b1) begin
                    w <= w + 1'b1;
                end else begin
                    w <= wo;
                    if (h < ho + Th - 1'b1) begin
                        h <= h + 1'b1;
                    end else begin
                        done <= 1'b1;
                    end
                end
            end
        end
    end
endmodule
==> flow/run.sh <==
#!/bin/bash
# OpenROAD 26Q1-2900-gdf79404cd8, Yosys 0.63+post, stock flow scripts
make -C /OpenROAD-flow-scripts/flow DESIGN_CONFIG=/design/flow/config.mk WORK_HOME=/design/flow/orfs finish
==> flow/config.mk <==
export PLATFORM = sky130hd
export DESIGN_NAME = SFC_main
export DESIGN_NICKNAME = SFC_main
export VERILOG_FILES = /design/flow/design.v
export SDC_FILE = /design/flow/constraint.sdc
export NUM_CORES = 4
export LEC_CHECK = 1
export CORE_UTILIZATION = 30
==> flow/constraint.sdc <==
current_design SFC_main

set clk_period 89.9
set clk_io_pct 0.2

create_clock -name clk0 -period $clk_period [get_ports {clk}]

set non_clock_inputs [all_inputs -no_clocks]
set_input_delay [expr $clk_period * $clk_io_pct] -clock clk0 $non_clock_inputs
set_output_delay [expr $clk_period * $clk_io_pct] -clock clk0 [all_outputs]
==> flow_metrics.tcl <==
# implementation run metrics
set metrics [dict create \
    ys_cells 10022 \
    finalCoreUtilization_pct 33.2 \
    worst_slack_ns 34.76 \
    grt_start_max_net_pins 76 \
    placeableCoreArea_um2 282000 \
    global_route.overflow_total 0 \
    critical_path_required_ns 90.51 \
    cts_resized 0 \
    dr_total_vias 65337 \
    layout.cell_area.non_filler_um2 93500 \
    antenna_violations_before_repair 23 \
    total_of_buffers_placed_on_input_and_output_ports 215 \
    detailedPlacementHpwl_um 188000 \
    tritoncts.num_buffers 43 \
    clock_skew_ns 0.0338 \
    slew_viol_final 0 \
    die_h_um 535 \
    min_path_type "flip-flop to flip-flop" \
    finalWorstPathRequiredPeriod_ns 55.14 \
    chip_area_um2 286000 \
    max_freq_mhz 18.1 \
    crit_arrival_ns 55.75 \
    floorplan.io_pins 216 \
    critical-path-slowest-cell "or3_1" \
    drtPass1Iterations 5 \
    ff2ff_setup_slack_ns 70.84 \
    startpoint_type "primary input" \
    drv.max_cap_violation_count 0 \
    timing.final.hold_violations 0 \
    placed_cell_area_um2 92000 \
    clock_tree.htree_level_count 2 \
    drt.antenna.violating_nets 0 \
    tns_ns 0 \
    wl_um 236000 \
    area_delta_synth_final_pct 9.95 \
    cts_sinks 312 \
    critical-path-max-stage-delay_ns 0.63 \
    average_wire_per_standard_cell_um 17.0 \
    first_global_vias 67413 \
    max_slew_headroom_pct 34.7 \
    ys_dominant_reg_cell "dfxtp_1" \
    worst-slew-pin-transition_ns 0.967 \
    min_path_cells 2 \
    timing.critical_path.to_type "flip-flop" \
    iteration_0_drc_count_of_the_detailed_router 2883 \
    synth.yosys.seq_area_share_pct 8.09 \
    floorplanUtilization_pct 30.2 \
    min_period_over_period_pct 61.3 \
    most_frequent_cell_on_critical_path "o21a_1" \
    syn_inst 10022 \
    die_w_um 535 \
    routed_via_density 4.71 \
    timing.reg2reg.worst_path_depth 62 \
    clockRootBuffer "clkbuf_16" \
    insertion_delay_ns 0.68 \
    synthDistinctLibCells 80 \
    synth-edff-count 64 \
    core.rowCount 195 \
    whs_ns 0.448 \
    drive_gt1_share_pct 4.65 \
    path_class "primary input to flip-flop" \
    postSynth.asyncResetShare_pct 0 \
    final-setup-viol-count 0 \
    post_cts_hold_buffer_count 0 \
    dpl_worst_slack_ns 34.33 \
    cts_tree "yes" \
    global_route_wire_length_before_repair_um 379000 \
    synth.cell_area_um2 85100 \
    outcome "complete, no violations" \
    cts.clk_slew.worst_paths_ns 0.06 \
    post_synth.cell_area_avg_um2 8.49 \
    globalplace.congestion 0.928 \
    synth_flops 312 \
    cts-root-to-sink-buffers 3 \
    cts.repair_timing.setup_buffer_count 0 \
    track_usage_pct 17.6 \
    yosys.stat.chipArea_um2 85100 \
    yosys_warnings 4 \
    rsz0062_at_grt "false" \
    total_tool_warning_count 28 \
    critical_path_peak_fanout 25 \
    remaining_drcs 0 \
]
final cells by class:
cell class	count	area [um2]
inverters	1939	7280
repair buffers	429	3720
diodes	4	10.0
clock buffers	57	1250
fillers	29399	188000
flip-flops and latches	312	6890
well taps	3743	4680
clock inverters	21	280
multi-input cells	7366	69400
path summary, 6_finish.rpt:
kind	from	end
worst max-delay path	Tw[13]	ip.y_counter[14]$_SDFFE_PP0P_
worst min-delay path	filt_addr_gen.address[22]$_SDFFE_PP0P_	filt_addr_gen.address[22]$_SDFFE_PP0P_
worst max register to register	filt_addr_gen.k[10]$_DFFE_PP_	filt_addr_gen.address[31]$_SDFFE_PP0P_
worst min register to register	filt_addr_gen.address[22]$_SDFFE_PP0P_	filt_addr_gen.address[22]$_SDFFE_PP0P_
synth_stat cells (all sizes together), types with 9 or more instances:
cell | count | area (um2)
o21bai | 58 | 435
nor2 | 540 | 2030
a2111oi | 10 | 106
inv | 1935 | 7260
a22oi | 66 | 495
a211oi | 30 | 235
o211ai | 15 | 118
fa | 1381 | 27600
edfxtp | 64 | 1920
nor4 | 25 | 178
a31oi | 14 | 87.6
a21o | 148 | 1110
nand4 | 62 | 403
xnor2 | 318 | 2790
nand3 | 97 | 485
mux2 | 134 | 1520
a21boi | 16 | 120
nand2b | 87 | 544
nand2 | 1004 | 3770
ha | 1000 | 12500
dfxtp | 248 | 4960
o31ai | 37 | 278
xor2 | 92 | 806
o21a | 222 | 1670
nand4b | 14 | 123
or2 | 9 | 56.3
a21oi | 301 | 1510
o21ai | 264 | 1330
and3 | 50 | 318
or3 | 48 | 300
and2 | 909 | 5690
mux2i | 22 | 220
nor2b | 48 | 300
nor3 | 245 | 1230
or4 | 9 | 67.6
nor3b | 9 | 67.6
clkbuf | 391 | 1470
buf | 14 | 56.3
logic make-up after synthesis:
kind of cell,Yosys count,synth area share [%]
AND/OR/NAND/NOR,3175,18.5
adder cells (fa/ha/maj),2381,47.2
buffers and inverters,2344,10.3
AND-OR/OR-AND,1235,9.39
XOR/XNOR,419,4.46
flip-flops,312,8.09
multiplexers,156,2.05
cells in the final DEF (no fill, tap or decap), drive strengths merged, types with 10 or more instances in the layout:
master and count:
o31ai 37, o21bai 58, xnor2 318, nand2 1004
clkbuf 57, fa 1381, nor2 540, nand3 97
nand4b 14, a21o 148, nor3 245, edfxtp 64
clkdlybuf4s50 206, a2111oi 10, o21ai 264, a22oi 66
nand4 62, nor4 25, a31oi 14, and2 909
a21oi 301, a211oi 30, xor2 92, mux2 134
o21a 222, mux2i 22, o211ai 15, a21boi 16
ha 1000, buf 223, nand2b 87, clkinv 14
or3 48, dfxtp 248, inv 1942, nor2b 48
and3 50
stage by stage:
stage               instances
CTS                     13867
global route            13867
global placement        13789
finish                  13871
floorplan               10022
detailed placement      13789
critical path: cells and delay by family:
family,cells,cell delay (ns)
AND/OR/NAND/NOR,16,3.87
multiplexers,6,1.93
AND-OR/OR-AND,136,25.26
buffers and inverters,9,2.16
adder cells (fa/ha/maj),15,4.51
routing by layer:
metal	routed length, um	track usage [%]
met5	252	0
met2	107000	27.6
met3	21700	6.49
met1	99900	23.3
met4	7810	4.55
state kept, by name (all words and copies together), names as in the netlist, 2 cells and up:
signal                 cells
filt_addr_gen.s           16
inp.co                    16
filt_addr_gen.address     32
inp.w                     16
filtr.x                   16
ip.y                      16
ip.x                      16
filt_addr_gen.k           16
ip.state                   2
filt_addr_gen.c           16
ip.y_counter              16
filtr.state                3
inp.h                     16
filtr.y                   16
ip.x_counter              16
filt_addr_gen.r           16
inp.address               32
filtr.y_counter           16
filtr.x_counter           16
